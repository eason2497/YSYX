[config.mk]
export PLATFORM = sky130hd
export DESIGN_NAME = ysyx_24100013_imm
export DESIGN_NICKNAME = ysyx_24100013_imm
export VERILOG_FILES = /design/flow/design.v
export SDC_FILE = /design/flow/constraint.sdc
export NUM_CORES = 4
export LEC_CHECK = 1
export CORE_AREA = 10 10 70 70
export DIE_AREA = 0 0 80 80
[constraint.sdc]
current_design ysyx_24100013_imm

set clk_period 2.0
set clk_io_pct 0.2

create_clock -name clk0 -period $clk_period

set non_clock_inputs [all_inputs -no_clocks]
set_input_delay [expr $clk_period * $clk_io_pct] -clock clk0 $non_clock_inputs
set_output_delay [expr $clk_period * $clk_io_pct] -clock clk0 [all_outputs]
[design.v]
module ysyx_24100013_imm (
    input clk,
    input [31:0] inst,
    input [31:0] intputtype,
    output reg [31:0] imm,
    output [2:0] itype
);
    wire [31:0] immI;
    wire [31:0] immS;
    wire [31:0] immB;
    wire [31:0] immU;
    wire [31:0] immJ;
    assign itype = {intputtype[2:0]};
    assign immI = {{20{inst[31]}}, inst[31:20]};
    assign immS = {{20{1'b0}}, inst[31:25], inst[11:7]};
    assign immB = {{19{1'b0}}, inst[31], inst[7:7], inst[30:25], inst[11:8], {1'b0}};
    assign immU = {inst[31:12], {12{1'b0}}};
    assign immJ = {{11{inst[31]}}, inst[31], inst[19:12], inst[20], inst[30:21], {1'b0}};   
    always @(inst) begin
        case (itype)
            3'b001: imm = immI;
            3'b010: imm = immS;
            3'b011: imm = immB;
            3'b100: imm = immU;
            3'b101: imm = immJ;
            default: imm = 32'b0;
        endcase
    end
endmodule
[run.sh]
#!/bin/bash
# OpenROAD 26Q1-2900-gdf79404cd8, Yosys 0.63+post, stock flow scripts
make -C /OpenROAD-flow-scripts/flow DESIGN_CONFIG=/design/flow/config.mk WORK_HOME=/design/flow/orfs finish
==> GITHUB_STEP_SUMMARY <==
### Metrics collected by this job

| Metric | Value |
|---|---|
| RSZ-0062 raised after global routing | true |
| Final Slew Violations | 0 |
| Post-synthesis sequential area ratio | 0% |
| Post-Synthesis Cells | 74 |
| Share of cells above drive strength 1 | 26.5% |
| 1st-iter DRT viols | 8 |
| Slew @ Worst Pin | 164 ps |
| Top-Level Pins | 100 |
| Final Hold Viols | 0 |
| Cell area leaders | nand2_1 (18%), a21oi_1 (15%), a21oi_2 (14%) |
| Global-route wire length before repair | between 3000 and 4000 um |
| Chip Height | 80 um |
| Slew headroom | 89.0% |
| Crit-path max cell delay | 400 ps |
| Worst path top cell family by delay | buffers and inverters |
| Final Util | 36.7% |
| Pleak | 0.692 nW |
| Pwr Density | roughly 190 mW/mm^2 |
| Clock buffer count | 0 |
| Flop area | 0 um^2 |
| Most frequent cell after synthesis | nand2_1 |
| # DRC | 0 |
| Mapped Avg Cell Area | 5.95 um^2 |
| Cell count after placement | ~190 |
| Layout area overhead | 184% |
| Crit path time final | 1980 ps |
| Total congestion overflow | 0 |
| Initial antenna violation count | 0 |
| Yosys cell types | 19 |
| Hold Buf Count CTS | 0 |
| Final setup violating endpoints | 0 |
| Vias per cell | between 4 and 5 |
| Critical Path, Cell by Cell | buf_2 > buf_4 > nor2b_4 > or2_4 > and2_4 > clkdlybuf4s50_1 |
| Die Size | 0.00640 mm^2 |
| Max cap viols | 0 |
| Status | finished, final reports clean |
| Power after layout | 0.233 mW |
| Critical Path RT | 1600 ps |
| WS Path Type | in2out |
| Crit start category | primary input |
| Worst Setup End Kind | output pin |
| Hold Slack | 1290 ps |
| Worst Path Arrival | around 1600 ps |
| Cell Rows | 21 |
| Cell Count, Final, Fillers Out | roughly 190 |
| Drt first pass iters | 4 |
| Yosys warning count | 1 |
| Number of global-route vias before repair | 751 |
| DP HPWL | approximately 2100 um |
| Largest net degree at the start of global routing | 12 |
| Worst VDD drop | 0.0685 mV |
| YS chip area | 440 um^2 |
| FP Util | 12.9% |
| IO buf count | ~63 |
| Mapped Area | 440 um^2 |
| Seq cells | 0 |
| WL final | 2490 um |
| GR Util All Layers | under 10% |
| Core outline area | 0.00342 mm^2 |
| Via count | 774 |
| CP Max Fanout | 6 |
| F_max | about 0.5 GHz |
| Crit share post-route | 98.9% |
| GP Congestion | ~0.84 |
| Tool warning count | approximately 70 |
| Slowest cell on crit path | clkdlybuf4s50_1 |
| Synth top cells by count | nand2_1 (21), a21oi_1 (13), a21oi_2 (7) |
| WL/cell | 12.9 um |
| Buf/Inv on CP | 3 |
| Share of the synthesized area in the top cell type | between 10% and 20% |
| Die width | 80 um |
| Number of inserted diodes | 0 |
| Antenna-violating nets left | 0 |
| HP Class | in2out |
| Synth area leader | nand2_1 |
| Yosys cell count | 74 |
-- layer usage --
metal | vias up | part of all wire, % | track usage [%]
met1 | 327 | 46 | 9.62
met3 | 0 | 17 | 3.41
met2 | 52 | 36 | 10.3
li1 | 395 | - | -
met4 | 0 | 0 | 0
met5 | - | 0 | 0
-- through the flow --
stage / TNS, ps / instance area [um^2] / setup slack (ps)
after floorplan: 0 / 440 / 543
after global placement: -11760 / 1190 / -446
after detailed placement: -12290 / 1190 / -482
after CTS: 0 / 1210 / 13.1
after global routing: -109 / 1250 / -38.6
final: 0 / 1250 / 22.4
-- placed cells by master (no fill, tap or decap), drive strengths merged, types with 2 or more instances in the layout --
master         Yosys  final
a21oi             20     20
a22o               4      4
and2               6      6
buf                8     23
clkdlybuf4s50      0     39
dlygate4sd2        0     10
dlymetal6s2s       0     11
nand2             21     21
nand3b             2      2
nor2b              2      2
or2                2      2
-- final timing paths --
check | start | to | slack, ps | depth (start not counted)
worst max-delay path | intputtype[1] | imm[7] | 20 | 6
worst min-delay path | intputtype[2] | imm[17] | 1290 | 4
-- tightest hold or removal path, stage by stage --
cell	delay (ps)
buf_2	120
or2_4	180
a21oi_2	60
dlymetal6s2s_1	120
-- logic make-up (layout without fill, tap and decap cells) --
family,Yosys count,after routing,synth area share [%]
AOI/OAI and AO/OA,25,25,37.8
xor gates and xnor gates,1,1,1.99
buffers and inverters,10,83,14.5
and+or+nand+nor,38,38,45.7
-- repair_timing --
action,CTS,global route
endpoints found under the setup margin,34,15
pin swaps,8,5
gates resized,28,15
hold endpoints to repair,0,0
buffers inserted,4,1
-- power breakdown --
group	switching, mW	leakage [nW]	internal [mW]	total [mW]
registers	0	0	0	0
clock network	0	0	0	0
logic	0.0714	0.692	0.161	0.233
total	0.0714	0.692	0.161	0.233
-- layout make-up --
cell class	count	area, um^2
Timing Repair Buffer	83	801
Multi-Input combinational cell	64	394
Tap cell	46	57.6
Fill cell	357	2160
Power figures rest on the tool's default switching activity, not on a simulated workload.
