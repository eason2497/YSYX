$ cat design.v
module alu(
    input [3:0] a,
    input [3:0] b,
    input [2:0] select,
    output reg [3:0] result,
    output reg c,
    output reg z,
    output reg overflow
);
    reg [3:0] temp_a;
    reg [3:0] temp_b;
    always @(select or a or b) begin
        c = 0;
        z = 0;
        overflow = 0;
        temp_a = 4'b0000;
        temp_b = 4'b0000;  
        case(select)
            3'b000: begin 
                    {c, result} = a + b;
                    overflow = (a[3] == b[3]) && (result[3] != a[3]);
                    z = ~(|result);
                    end
            3'b001: begin     
                    temp_b = ~b + 4'b0001;
                    {c, result} = a + temp_b;
                    overflow = (a[3] == temp_b[3]) && (result[3] != a[3]);
                    z = ~(|result);
                    end
            3'b010: result = ~a;  
            3'b011: result = a & b;
            3'b100: result = a | b;
            3'b101: result = a ^ b;
            3'b110: begin
                    if (a[3] == b[3] && a[3] == 1) begin
                        temp_a = ~a + 1'b1;
                        temp_b = ~b + 1'b1;
                        if (temp_a < temp_b) 
                            result = 1;
                        else
                            result = 0;                        
                    end
                    else if (a[3] == b[3] && a[3] == 0) begin
                        if (a < b) 
                            result = 1;
                        else
                            result = 0;
                    end
                    else if (a[3] == 1 && b[3] == 0)
                        result = 1;
                    else
                        result = 0;
                    end
            3'b111: begin 
                    if (a == b)
                        result = 1;
                    else
                        result = 0;
                    end
        endcase
    end
endmodule
$ cat run.sh
#!/bin/bash
# OpenROAD 26Q1-2900-gdf79404cd8, Yosys 0.63+post, stock flow scripts
make -C /OpenROAD-flow-scripts/flow DESIGN_CONFIG=/design/flow/config.mk WORK_HOME=/design/flow/orfs finish
$ cat config.mk
export PLATFORM = sky130hd
export DESIGN_NAME = alu
export DESIGN_NICKNAME = alu
export VERILOG_FILES = /design/flow/design.v
export SDC_FILE = /design/flow/constraint.sdc
export NUM_CORES = 4
export LEC_CHECK = 1
export CORE_AREA = 10 10 70 70
export DIE_AREA = 0 0 80 80
$ cat constraint.sdc
current_design alu

set clk_period 2.8
set clk_io_pct 0.2

create_clock -name clk0 -period $clk_period

set non_clock_inputs [all_inputs -no_clocks]
set_input_delay [expr $clk_period * $clk_io_pct] -clock clk0 $non_clock_inputs
set_output_delay [expr $clk_period * $clk_io_pct] -clock clk0 [all_outputs]
==> reports/qor.tcl <==
set qor(run_status) {finished clean}
set qor(place_congestion) 0.871
set qor(clockBufferCount) 0
set qor(worst_path_most_repeated_cell) {sky130_fd_sc_hd__ha_4}
set qor(rsz0062_at_grt) {true}
set qor(routedWlPerCell_um) 12.7
set qor(flops) 0
set qor(fp_util) 0.259
set qor(max-slew-margin-rel) 0.814
set qor(dpl_cell_area_um2) 1420
set qor(tightest_slew_ns) 0.274
set qor(place_worst_setup_slack_ns) -0.821
set qor(area_leaders) {sky130_fd_sc_hd__ha_1, sky130_fd_sc_hd__xnor2_1, sky130_fd_sc_hd__inv_1}
set qor(required_ns) 2.24
set qor(total_power_mw) 0.350
set qor(ys_warn_count) 1
set qor(n_fill_cell) 296
set qor(place_inst) 223
set qor(setup_tns_ns) 0
set qor(synthDistinctLibCells) 32
set qor(num_vias) 1050
set qor(syn_area_per_cell_um2) 7.36
set qor(layoutNonFillerInstCount) 229
set qor(fmaxAchievable_mhz) 359
set qor(end_kind) {primary output}
set qor(chip_area_um2) 6400
set qor(drtIter0Drc) 19
set qor(port-buffer-count) 18
set qor(path_buffers) 4
set qor(coreArea_um2) 3420
set qor(p_per_area_nw_per_um2) 204
set qor(worst_setup_path_start_kind) {primary input}
set qor(postLayoutCoreUtil) 0.502
set qor(finalMaxSlewViolations) 0
set qor(area_growth_pct) 94.1
set qor(timing.final.crit_share) 0.995
set qor(critPathMaxFanout) 2
set qor(grt_first_pass_wirelength_um) 5060
set qor(drt_pass1_iterations) 4
set qor(rows) 21
set qor(grt.total_usage) 0.0925
set qor(path_delay_family) {buffers and inverters}
set qor(slowest_delay_ns) 0.46
set qor(number_of_instances_in_the_synthesized_netlist) 120
set qor(pin_count_of_the_biggest_net_entering_global_routing) 11
set qor(number_of_i_o_pins) 18
set qor(cp.arrival_ns) 2.23
set qor(yosys.area.top_type_share) 0.312
set qor(ant_nets) 0
set qor(routed_wl_um) 2910
set qor(synth_stat.cells) 120
set qor(tool_warnings) 43
set qor(diodes) 0
set qor(sequential_element_share_of_the_synthesized_area) 0
set qor(report.final.setup_viol) 0
set qor(worstPathCellList) {buf_6, inv_2, ha_4, xnor2_4, ha_4, buf_4, xnor2_2, a21oi_1, nor2_1, clkdlybuf4s50_1}
set qor(route.detailed.vias_per_inst) 4.59
set qor(layout.area.seq_um2) 0
set qor(critical-path-slowest-cell) {sky130_fd_sc_hd__clkdlybuf4s50_1}
set qor(dieHeight_um) 80
set qor(hold_end) {result[0]}
set qor(fin_ws_ns) 0.0131
set qor(yosysChipArea_um2) 883
set qor(fraction_of_layout_instances_using_a_drive_strength_above_1) 0.519
set qor(first_global_vias) 1145
set qor(hold_viol) 0
set qor(dpl.hpwl_um) 2230
set qor(static_leakage_power_nw) 0.808
set qor(final_cell_area_um2) 1710
set qor(yosys.area.top_type) {sky130_fd_sc_hd__ha_1}
set qor(grt_overflow_total) 0
set qor(synth_area_um2) 883
set qor(holdCritStartpoint) {b[0]}
set qor(die_w_um) 80
set qor(antenna_found_initial) 0
set qor(detail_route.drc_violations) 0
set qor(finalCriticalPeriod_ns) 2.79
set qor(fin_worst_hold_slack_ns) 1.86
set qor(maxCapViolCount) 0
set qor(vdd.ir_drop.worst_v) 0.0000729
set qor(timing.hold.worst_path_depth) 8
set qor(timing_worst_setup_path_type) {primary input to primary output}
set qor(worst_hold_path_type) {primary input to primary output}
==> layer usage <==
| layer | up-vias | routed length [µm] | track usage |
|---|---|---|---|
| met2 | 11 | 1420 | 0.171 |
| met5 | - | 0 | 0 |
| li1 | 550 | - | - |
| met3 | 0 | 100 | 0.00909 |
| met1 | 489 | 1390 | 0.119 |
| met4 | 0 | 0 | 0 |
==> worst min-delay path, cell delays in order <==
cell and delay (ns):
sky130_fd_sc_hd__buf_6 0.10, sky130_fd_sc_hd__inv_2 0.06, sky130_fd_sc_hd__buf_4 0.10, sky130_fd_sc_hd__ha_1 0.12, sky130_fd_sc_hd__a211oi_1 0.06, sky130_fd_sc_hd__a21oi_1 0.11, sky130_fd_sc_hd__o21ai_1 0.07, sky130_fd_sc_hd__buf_2 0.11
==> how the worst max path moves through the flow <==
stage / from / to / slack (ns) / depth (start not counted)
after CTS: b[1] / overflow / 0.005 / 10
after global routing: b[0] / result[2] / -0.07 / 10
final: b[0] / result[2] / 0.01 / 10
==> cell type report <==
type	instances	area, µm²	area share
tap	46	57.6	0.0336
multi-input combinational	99	1050	0.615
timing repair buffer	66	533	0.311
inverter	18	70.1	0.0409
==> kinds of logic (layout without fill, tap and decap cells) <==
family                   after synthesis  count (layout)  share of synthesized area
XOR/XNOR                               8               8                     0.0793
buffers and inverters                 21              84                     0.0977
multiplexers                           2               2                     0.0227
AND/OR/NAND/NOR                       30              30                      0.186
AND-OR/OR-AND                         35              35                      0.258
adder cells (fa/ha/maj)               24              24                      0.357
==> synthesized netlist by cell type <==
cell / instances
sky130_fd_sc_hd__nand2b_2: 1
sky130_fd_sc_hd__nand4b_1: 3
sky130_fd_sc_hd__o31ai_1: 1
sky130_fd_sc_hd__nand3_1: 1
sky130_fd_sc_hd__inv_2: 1
sky130_fd_sc_hd__a2bb2oi_1: 1
sky130_fd_sc_hd__o21a_1: 1
sky130_fd_sc_hd__nor2_1: 6
sky130_fd_sc_hd__nor2b_1: 6
sky130_fd_sc_hd__ha_1: 22
sky130_fd_sc_hd__xnor2_1: 8
sky130_fd_sc_hd__a31o_1: 1
sky130_fd_sc_hd__mux2i_1: 2
sky130_fd_sc_hd__a211oi_1: 3
sky130_fd_sc_hd__a31oi_1: 2
sky130_fd_sc_hd__inv_1: 17
sky130_fd_sc_hd__a21o_2: 1
sky130_fd_sc_hd__nand2b_1: 2
sky130_fd_sc_hd__clkbuf_1: 2
sky130_fd_sc_hd__a22oi_1: 1
sky130_fd_sc_hd__a21oi_2: 1
sky130_fd_sc_hd__nor3_1: 5
sky130_fd_sc_hd__a211o_1: 1
sky130_fd_sc_hd__a21o_1: 2
sky130_fd_sc_hd__nor3b_1: 1
sky130_fd_sc_hd__o311ai_0: 1
sky130_fd_sc_hd__nand2_1: 5
sky130_fd_sc_hd__o21ai_0: 7
sky130_fd_sc_hd__a221oi_1: 2
sky130_fd_sc_hd__a21oi_1: 10
sky130_fd_sc_hd__buf_6: 1
sky130_fd_sc_hd__fa_1: 2
==> layout by cell type, fill, tap and decap left out, types with 2 or more instances in the layout <==
master and instances:
sky130_fd_sc_hd__inv_2 6, sky130_fd_sc_hd__a31oi_1 2, sky130_fd_sc_hd__nand2b_1 2, sky130_fd_sc_hd__clkdlybuf4s50_1 4, sky130_fd_sc_hd__clkbuf_2 2, sky130_fd_sc_hd__a211oi_1 2
sky130_fd_sc_hd__nor2_1 6, sky130_fd_sc_hd__nor3_4 2, sky130_fd_sc_hd__inv_1 11, sky130_fd_sc_hd__ha_1 13, sky130_fd_sc_hd__nand4b_1 3, sky130_fd_sc_hd__nor3_2 2
sky130_fd_sc_hd__ha_4 8, sky130_fd_sc_hd__buf_4 42, sky130_fd_sc_hd__a21o_1 2, sky130_fd_sc_hd__a21oi_2 2, sky130_fd_sc_hd__o21ai_0 3, sky130_fd_sc_hd__mux2i_1 2
sky130_fd_sc_hd__xnor2_2 3, sky130_fd_sc_hd__nand2_1 4, sky130_fd_sc_hd__buf_2 5, sky130_fd_sc_hd__a21oi_1 8, sky130_fd_sc_hd__xnor2_4 2, sky130_fd_sc_hd__buf_6 7
sky130_fd_sc_hd__nor2b_1 5, sky130_fd_sc_hd__dlygate4sd2_1 5, sky130_fd_sc_hd__xnor2_1 3, sky130_fd_sc_hd__fa_2 2, sky130_fd_sc_hd__o21ai_1 4
==> power by group <==
part / leakage [nW] / switching, mW / internal [mW]
logic: 0.808 / 0.151 / 0.199
registers: 0 / 0 / 0
clock network: 0 / 0 / 0
total: 0.808 / 0.151 / 0.199
==> timing repair <==
action                                  CTS  global route
hold endpoints to repair                  0             0
gates resized                            86             7
buffers inserted                          7             0
endpoints found under the setup margin    7             6
cloned                                    0             0
pin swaps                                24            13
hold buffers                              0             0
Power is estimated from default activity; no workload was simulated.
